==> ./design.v <==
module RegisterFile (
    input logic Clk, Rst, RegWrite,
    input logic [31:0] wdata,
    input logic [4:0] rd, rs1, rs2,
    output logic [31:0] ReadVal1, ReadVal2, regfilevalue
);
    logic [31:0] regs [31:0];
    assign ReadVal1 = (rs1 != 0) ? regs[rs1] : 32'b0;  
    assign ReadVal2 = (rs2 != 0) ? regs[rs2] : 32'b0;
    always_ff @(posedge Clk or posedge Rst) begin
        if (Rst) begin
            for (int i = 0; i < 32; i++) begin
                regs[i] <= 32'b0;
            end
        end else if (RegWrite && (rd != 0)) begin
            regs[rd] <= wdata;
            regfilevalue <= regs[rd];
        end
    end
endmodule
==> ./run.sh <==
#!/bin/bash
# OpenROAD 26Q1-2900-gdf79404cd8, Yosys 0.63+post, stock flow scripts
make -C /OpenROAD-flow-scripts/flow DESIGN_CONFIG=/design/flow/config.mk WORK_HOME=/design/flow/orfs finish
==> ./config.mk <==
export PLATFORM = sky130hd
export DESIGN_NAME = RegisterFile
export DESIGN_NICKNAME = RegisterFile
export VERILOG_FILES = /design/flow/design.v
export SDC_FILE = /design/flow/constraint.sdc
export NUM_CORES = 4
export LEC_CHECK = 1
export CORE_UTILIZATION = 50
==> ./constraint.sdc <==
current_design RegisterFile

set clk_period 10.2
set clk_io_pct 0.2

create_clock -name clk0 -period $clk_period [get_ports {Clk}]

set non_clock_inputs [all_inputs -no_clocks]
set_input_delay [expr $clk_period * $clk_io_pct] -clock clk0 $non_clock_inputs
set_output_delay [expr $clk_period * $clk_io_pct] -clock clk0 [all_outputs]
==> results.sh <==
# source this file to load flow results
export IMPL_die_h_um=339
export IMPL_yosysWarnings=2
export IMPL_fin_crit_ns=8.64
export IMPL_top_logic_kind="AND-OR/OR-AND gates"
export IMPL_rows=123
export IMPL_ctsResizeCount=0
export IMPL_simple_gate_share_pct=8.79
export IMPL_critical_path_class="in2out"
export IMPL_synthArstFlopShare_pct=97.0
export IMPL_postCtsSetupBuffers=0
export IMPL_vias_per_cell=8.63
export IMPL_vias=58900
export IMPL_required_ns=8.16
export IMPL_preCtsSetupSlack_ns=1.91
export IMPL_final_max_slew_viol_count=0
export IMPL_fp_dieW_um=339
export IMPL_chip_area_mm2=0.115
export IMPL_tool_warnings=27
export IMPL_routed_wl_um=359000
export IMPL_place_area_mm2=0.0608
export IMPL_setup_viol=0
export IMPL_top_cells_by_area="dfrtp_1, mux2_2, a22oi_1"
export IMPL_gp_congestion=1.11
export IMPL_portBuffers=145
export IMPL_cts_tree="built"
export IMPL_worstHoldStart="regs[0][20]"
export IMPL_rsz0062_at_grt="no"
export IMPL_slew_headroom_pct=12.7
export IMPL_hold_path_class="reg2reg"
export IMPL_clkTransAtPathRegs_ns=0.06
export IMPL_clk_path_buf_depth=3
export IMPL_slowest_stage="clkdlybuf4s50_1"
export IMPL_mux_area_share_pct=20.1
export IMPL_synth_xor_area_share_pct=0
export IMPL_regToRegEndpoint="regfilevalue[0]"
export IMPL_fillers=9352
export IMPL_synth_cells=5185
export IMPL_fin_setup_tns_ns=0
export IMPL_crit_arrival_ns=6.60
export IMPL_post_synth_cell_area_avg_um2=11.0
export IMPL_core_mm2=0.113
export IMPL_synth_cell_types=62
export IMPL_path_cells="clkdlybuf4s50_1, nand2_1, nor2_4, buf_4, a22oi_1, nand4_1, nor2_1, nand2_1, clkdlybuf4s50_1"
export IMPL_worst_slack_ns=1.56
export IMPL_p_total_mw=12.5
export IMPL_crit_path_start_kind="primary input"
export IMPL_postRouteAntennaNets=0
export IMPL_top_level_ports=146
export IMPL_cap_violations=0
export IMPL_final_hold_violation_count=0
export IMPL_synth_chip_area_mm2=0.0569
export IMPL_cts_hold_buffers=0
export IMPL_grt_pass1_vias=55200
export IMPL_grt_first_pass_wirelength_um=479000
export IMPL_slowest_delay_ns=1.05
export IMPL_clock_latency_late_pin_ns=0.78
export IMPL_power_density_mw_per_mm2=192
export IMPL_ys_seq_share_pct=46.7
export IMPL_cp_end_kind="primary output"
export IMPL_area_delta_synth_final_pct=14.2
export IMPL_max_freq_ghz=0.116
export IMPL_dr_pass1_iters=23
export IMPL_h_tree_depth=3
export IMPL_irDropWorstVdd_uv=163
export IMPL_aoi_share_pct=20.1
export IMPL_drc=0
export IMPL_crit_path_max_fanout=20
export IMPL_finalClockPeriodUsage_pct=84.7
export IMPL_leakagePower_nw=28.4
export IMPL_drt_iter0_drc=9665
export IMPL_fin_area_mm2=0.0650
export IMPL_wl_per_cell_um=52.6
export IMPL_reg2reg_from="regs[30][0]"
export IMPL_yosys_cells=5185
export IMPL_hpwl_um=210000
export IMPL_status="completed"
export IMPL_antenna_found_initial=31
export IMPL_r2r_cells=5
export IMPL_top_cells_by_count="a22oi_1, dfrtp_1, mux2_2"
export IMPL_ys_flop_type="dfrtp_1"
export IMPL_ys_sh_adder_pct=0
export IMPL_hold_path_end="regs[0][20]"
export IMPL_most_common_cell="a22oi_1"
export IMPL_hold_depth=0
export IMPL_overflow=0
export IMPL_fp_util_pct=50.5
export IMPL_fin_worst_skew_ns=0.0316
export IMPL_r2r_slack_ns=7.94
export IMPL_top_area_share_pct=45.0
export IMPL_clkSinkCount=1056
export IMPL_numCtsBuffers=113
export IMPL_cts_root_buf="clkbuf_16"
export IMPL_tightest_slew_ns=1.31
export IMPL_synth_edff_count=32
export IMPL_crit_start="rs2[4]"
export IMPL_synthesis_area_mm2=0.0569
export IMPL_ys_ff=1056
export IMPL_drive_above_1_share_pct=30.2
export IMPL_grt_max_degree=60
export IMPL_grtUsageTotal_pct=64.6
export IMPL_top_area_cell="dfrtp_1"
-- final cells by class --
cell class	instances	area (um^2)	area share, %
Multi-Input combinational cell	3565	28700	44.2
Sequential cell	1056	26600	40.9
Timing Repair Buffer	425	3610	5.55
Clock buffer	145	3200	4.92
Tap cell	1500	1880	2.89
Clock inverter	67	841	1.29
Antenna cell	55	138	0.212
Inverter	13	52.6	0.0808
-- cells by family after synthesis --
logic type	Yosys count
AND/OR/NAND/NOR	1045
multiplexers	1015
flip-flops	1056
AND-OR/OR-AND	1505
buffers and inverters	564
-- stage by stage --
step,hold slack (ns),instances,utilization [%]
6_report,0.376,6826,57.7
5_1_grt,0.385,6777,57.6
4_1_cts,0.380,6771,57.6
3_5_place_dp,0.366,6559,54.0
3_3_place_gp,0.365,6559,54.0
2_1_floorplan,0.430,5185,-
-- critical path: cells and delay by family --
family | cells | cell delay (ns)
AOI/OAI and AO/OA | 1 | 0.19
buffers and inverters | 3 | 2.24
and+or+nand+nor | 5 | 1.98
-- state kept, by name, indices dropped and copies added (netlist names) --
register,cells
regs,1024
regfilevalue,32
-- worst max path at each step --
stage / end / slack [ns] / depth (start not counted)
after CTS: ReadVal2[10] / 1.89 / 9
after global routing: ReadVal2[10] / 1.70 / 9
final: ReadVal2[13] / 1.56 / 9
-- metal layers --
metal / GRT usage [%] / up-vias / wire [um]
li1: - / 20300 / -
met1: 75.6 / 28600 / 115000
met2: 76.3 / 7035 / 129000
met3: 52.0 / 2884 / 72400
met4: 47.8 / 73 / 40900
met5: 13.3 / - / 1750
-- report_power, final --
| group | internal [mW] | switching, mW |
|---|---|---|
| sequential | 4.99 | 1.13 |
| combinational | 0.905 | 0.925 |
| clock | 2.63 | 1.91 |
-- placed cells by master, fill, tap and decap left out, types with 30 or more instances in the layout --
cell type	instances
a22oi_1	1251
a222oi_1	65
a221oi_1	30
diode_2	55
nand4_1	131
nor3_1	57
nor2_4	75
edfxtp_1	32
nand2_1	392
nor4_1	54
clkdlybuf4s50_1	139
nor2_1	90
mux2_2	969
clkbuf_16	116
a22o_1	30
nand3_1	93
buf_4	273
dfrtp_1	1024
a21oi_1	42
