--- design/flow/config.mk ---
export PLATFORM = sky130hd
export DESIGN_NAME = PCCtrl
export DESIGN_NICKNAME = PCCtrl
export VERILOG_FILES = /design/flow/design.v
export SDC_FILE = /design/flow/constraint.sdc
export NUM_CORES = 4
export LEC_CHECK = 1
export CORE_UTILIZATION = 30
--- design/flow/constraint.sdc ---
current_design PCCtrl

set clk_period 26.3
set clk_io_pct 0.2

create_clock -name clk0 -period $clk_period

set non_clock_inputs [all_inputs -no_clocks]
set_input_delay [expr $clk_period * $clk_io_pct] -clock clk0 $non_clock_inputs
set_output_delay [expr $clk_period * $clk_io_pct] -clock clk0 [all_outputs]
--- design/flow/design.v ---
module PCCtrl (
    input logic [31:0] CurPC, immB, immJ, immI, ReadVal1,
    input logic Branch, Jump, JumpReg,
    output logic [31:0] CurPC4, NewPC
);
    logic [1:0] sel;
    always_comb begin
        if (JumpReg)
            sel = 2'b11;
        else if (Jump)
            sel = 2'b10;
        else if (Branch)
            sel = 2'b01;
        else
            sel = 2'b00;
        case(sel)
            2'b00: NewPC = CurPC + 32'h4;
            2'b01: NewPC = CurPC + (immB);
            2'b10: NewPC = CurPC + (immJ);
            2'b11: NewPC = (ReadVal1) + (immI);
            default begin end
        endcase
        CurPC4 = CurPC + 32'h4;
    end
endmodule
--- design/flow/run.sh ---
#!/bin/bash
# OpenROAD 26Q1-2900-gdf79404cd8, Yosys 0.63+post, stock flow scripts
make -C /OpenROAD-flow-scripts/flow DESIGN_CONFIG=/design/flow/config.mk WORK_HOME=/design/flow/orfs finish
==> job_summary.md <==
## Synthesis and layout report

| Metric | Value |
|---|---|
| Yosys warning tally | `1` |
| Largest net degree at the start of global routing | `38` |
| Post-Synth XOR/XNOR Area | `between 10 and 15%` |
| Average cell area after synthesis | `about 7.3 um^2` |
| Post-synth top cells | `ha_1, a21oi_1, nand2_1, nor2_1, xnor2_1` |
| Clock buffers | `0` |
| IO buf count | `approximately 230` |
| DRC Markers | `0` |
| FMAX | `67.2 MHz` |
| Final setup TNS | `0 ns` |
| Ant diodes | `0` |
| # hold bufs at CTS | `0` |
| Initial DRC Count | `379` |
| Vias in the first global route | `5,662` |
| WS Path Type | `in -> out` |
| CP Buf/Inv Count | `5` |
| P&R area growth vs syn | `47.5%` |
| Die H | `132 um` |
| Routed WL | `19,400 um` |
| Seq share, synth | `0%` |
| Worst hold margin | `11.42 ns` |
| Area of the multi-input gates | `4870 um^2` |
| Share of cells above drive strength 1 | `6.99%` |
| Register area | `0 um^2` |
| Rows | `47` |
| Endpoints failing hold | `0` |
| Power Dens Cells | `26.8 nW/um^2` |
| Vias | `a little under 6,000` |
| Yosys top cell by instances | `ha_1` |
| DP Wirelength | `~17,000 um` |
| Max stage delay on crit path | `0.51 ns` |
| WP data required | `21.04 ns` |
| Final period util | `56.5%` |
| Top-area cell share | `18.0%` |
| GP Congestion | `between 0.9 and 1` |
| YS chip area | `about 5100 um^2` |
| GRT Overall Usage | `22.4%` |
| Worst slew margin | `around 52%` |
| First-pass GRT wire length | `31,000 um` |
| TritonRoute pass-1 iters | `7` |
| Post-Synth Adder-Cell Area | `roughly a fifth` |
| Post-Syn Area | `a little over 5000 um^2` |
| HP Class | `in -> out` |
| Post-CTS Setup Inserts | `0` |
| Fillers | `around 1,700` |
| Psw | `0.0949 mW` |
| Slew Viols, Final | `0` |
| Post-synth area hogs | `ha_1, xnor2_1, mux2_2` |
| Comb area leader | `AND-OR/OR-AND gates` |
| Crit-path max FO | `32` |
| Largest area contributor in the netlist | `ha_1` |
| Pint | `~0.11 mW` |
| # Cells Yosys | `701` |
| DP Worst Slack | `11.38 ns` |
| Flop pwr share | `0%` |
| Setup WS post-layout | `roughly 11 ns` |
| Final min period | `~15 ns` |
| Io pins | `approximately 230` |
| CP max-delay cell | `clkdlybuf4s50_1` |
| Sw Ratio | `about 47%` |
| Final Setup Violations | `0` |
| Outcome | `completed` |
| Cts repair resizes | `0` |
| WL per Instance | `17.3 um` |
| Peak VDD IR | `around 0.0077 mV` |
| Static leakage | `between 3 and 4 nW` |
| Tool warnings | `41` |
| Gate power share | `100.0%` |
| Placeable core region | `16,600 um^2` |
| Post-Syn Instances | `701` |
| Critical path cell sequence | `clkdlybuf4s50_1 -> inv_1 -> a21o_1 -> inv_1 -> ha_1 -> buf_4 -> mux2_2 -> ha_1 -> fa_1 -> nand3_1 -> a211oi_1 -> nor3_1 -> a21oi_1 -> a31oi_1 -> xnor2_1 -> a22oi_1 -> o21ai_1 -> clkdlybuf4s50_1` |
| Aoi share | `between 30% and 40%` |
| Mux area share | `7.66%` |
| Global route overflow | `0` |
| Post-Layout Inst Area | `~7500 um^2` |
| Post-DP Area | `7500 um^2` |
| Worst setup SP type | `primary input` |
| DR vias/cell | `5.32` |
| Flops | `0` |
| CP Capture Type | `primary output` |
| RSZ-0062 raised after global routing | `false` |
| Clk pwr share | `0%` |
| Crit path DAT | `roughly 9.6 ns` |
| Final antenna-violating net count | `0` |
| CP top delay family | `buffers and inverters` |
| Die width | `132 um` |
| Simple share | `24.0%` |
| Worst slew pin tran | `~0.72 ns` |
| FP Util | `30.6%` |
| Area of the die | `17,500 um^2` |
| Netlist cell types | `80` |
| Max cap viols | `0` |
| Initial antenna violation count | `0` |
[final timing paths]
check,slack (ns),to,startpoint,depth (start not counted)
setup / recovery,11.43,NewPC[16],Jump,18
hold / removal,11.42,CurPC4[0],CurPC[0],2
[placed cells by master, fill, tap and decap left out, types with 6 or more instances in the layout]
| master | n |
|---|---|
| a21o_1 | 26 |
| a21oi_1 | 67 |
| a221oi_1 | 13 |
| a22oi_1 | 7 |
| a31oi_1 | 11 |
| and3_1 | 10 |
| and4_1 | 11 |
| clkdlybuf4s50_1 | 227 |
| ha_1 | 73 |
| inv_1 | 16 |
| mux2_2 | 31 |
| nand2_1 | 55 |
| nand3_1 | 32 |
| nand4_1 | 14 |
| nor2_1 | 55 |
| nor3_1 | 8 |
| o21a_1 | 15 |
| o21ai_0 | 24 |
| o21ai_1 | 9 |
| o21bai_1 | 7 |
| or2_2 | 7 |
| or3_1 | 6 |
| xnor2_1 | 46 |
| xor2_1 | 33 |
[per-layer routing]
metal  vias to the layer above  track usage (%)  part of all wire, %
li1                       3060                -                    -
met1                      2710             34.6                   50
met2                       177             35.4                   45
met3                        12             1.06                  4.2
met4                         0             1.81                 0.95
met5                         -                0                    0
[power by group through the flow]
stage	logic, mW	registers, mW	clock network (mW)
finish	0.201	0	0
CTS	0.200	0	0
global route	0.219	0	0
[final cells by class]
class	count	share of cell area, %
Inverter	16	0.801
Timing Repair Buffer	230	30.6
Tap cell	220	3.67
Multi-Input combinational cell	655	64.9
[cells by family after synthesis]
family / Yosys count
fa+ha+maj: 75
mux: 35
buf+inv: 46
simple gates: 234
xor+xnor: 80
compound gates: 231
[per-stage QoR]
stage / power [mW] / util, % / std cells
floorplan: 0.110 / - / 701
global placement: 0.200 / 45.2 / 1121
detailed placement: 0.199 / 45.2 / 1121
CTS: 0.200 / 45.2 / 1121
global route: 0.219 / 45.2 / 1121
finish: 0.201 / 45.2 / 1121
Power figures rest on the tool's default switching activity, not on a simulated workload.
