==> flow/design.v <==
module ALU (
    input logic [31:0] inA,
    input logic [31:0] inB,
    input logic [3:0] ALUCtrlOut,
    output logic [31:0] ALUOut,
    output logic Zero
);
    logic signed [31:0] sa, sb;
    always_comb begin
        sa = $signed(inA);
        sb = $signed(inB);
        ALUOut = 0;
        case(ALUCtrlOut)
            4'b0000: ALUOut = sa + sb;
            4'b0001: ALUOut = sa - sb;
            4'b0010: ALUOut = inA & inB;
            4'b0011: ALUOut = inA | inB;
            4'b0100: ALUOut = inA ^ inB;
            4'b0101: ALUOut = inA << inB[4:0];
            4'b0110: ALUOut = inA >> inB[4:0];
            4'b0111: ALUOut = inA >>> inB[4:0];
            4'b1000: ALUOut = (sa < sb) ? 32'h1 : 32'h0;
            4'b1001: ALUOut = (inA < inB) ? 32'h1 : 32'h0;
            default begin end
        endcase
        Zero = (inA - inB == 32'h0) ? 1'b1 : 1'b0;
    end
endmodule
==> flow/run.sh <==
#!/bin/bash
# OpenROAD 26Q1-2900-gdf79404cd8, Yosys 0.63+post, stock flow scripts
make -C /OpenROAD-flow-scripts/flow DESIGN_CONFIG=/design/flow/config.mk WORK_HOME=/design/flow/orfs finish
==> flow/config.mk <==
export PLATFORM = sky130hd
export DESIGN_NAME = ALU
export DESIGN_NICKNAME = ALU
export VERILOG_FILES = /design/flow/design.v
export SDC_FILE = /design/flow/constraint.sdc
export NUM_CORES = 4
export LEC_CHECK = 1
export CORE_UTILIZATION = 30
==> flow/constraint.sdc <==
current_design ALU

set clk_period 16.1
set clk_io_pct 0.2

create_clock -name clk0 -period $clk_period

set non_clock_inputs [all_inputs -no_clocks]
set_input_delay [expr $clk_period * $clk_io_pct] -clock clk0 $non_clock_inputs
set_output_delay [expr $clk_period * $clk_io_pct] -clock clk0 [all_outputs]
==> results_tabular.tex <==
% Yosys + OpenROAD metrics
\begin{tabular}{lr}
\hline
Metric & Value \\
\hline
\multicolumn{2}{l}{\textbf{Outcome}} \\
\quad Result of the run & finished, final reports clean \\
\multicolumn{2}{l}{\textbf{CTS}} \\
\quad Buffers inserted by post-CTS timing repair & 0 \\
\quad \# resized after CTS & 0 \\
\quad Hold bufs inserted after CTS & 0 \\
\multicolumn{2}{l}{\textbf{Job}} \\
\quad Max-cap violations & 0 \\
\quad Number of warnings in the stage logs & 97 \\
\multicolumn{2}{l}{\textbf{Power}} \\
\quad Total chip power & 0.399 mW \\
\quad Power per standard cell area & between 30 and 40 nW/um2 \\
\quad Switching power summed over all nets & 0.242 mW \\
\quad Switching portion of total power & 60.6\% \\
\quad Static leakage & 4.45 nW \\
\quad Maximum ir drop on the vdd rail & between 0.00001 and 0.000015 V \\
\quad Internal power consumption & 0.157 mW \\
\quad Part of the total power dissipated in combinational logic & 100.0\% \\
\quad Clock Power Share & 0\% \\
\quad Relative contribution of sequential cells to total power & 0\% \\
\multicolumn{2}{l}{\textbf{Placement}} \\
\quad \# port buffers & 101 \\
\quad Final Wtd Congestion & about 1.1 \\
\quad Sum of net half-perimeters after detailed placement & 35.4 mm \\
\multicolumn{2}{l}{\textbf{Worst setup path}} \\
\quad Critical-path top delay cell & nor3\_1 \\
\quad Critical path, cell by cell & clkdlybuf4s50\_1 -> buf\_4 -> nor3\_1 -> nand2\_1 -> nor3\_2 -> nand3\_1 -> or2\_1 -> o21ai\_0 -> xnor2\_1 -> ha\_1 -> a21o\_1 -> or3\_1 -> a211o\_1 -> nand2\_1 -> o31ai\_1 -> a211o\_1 -> a21oi\_1 -> mux2\_2 -> o21ai\_1 -> clkdlybuf4s50\_1 \\
\quad Maximum cell stage delay along the critical path & approximately 800 ps \\
\quad Worst setup path end & ALUOut[30] \\
\quad Element type at the critical path start & input pin \\
\quad Required time of the worst setup path & 12880 ps \\
\quad Category of the most critical setup path & input pin to output port \\
\quad Critical path origin & inB[2] \\
\quad Category of the worst setup path capture point & output port \\
\quad Critical Path AT & 9090 ps \\
\quad Critical-path maximum fanout & about 40 \\
\multicolumn{2}{l}{\textbf{Floorplan}} \\
\quad Die width & 176 um \\
\quad Core Area & 29700 um2 \\
\quad Cell row count & 63 \\
\quad Starting Density & a little under a third \\
\quad Area enclosed by the die boundary & between 30000 and 40000 um2 \\
\quad Top Ports & roughly 100 \\
\quad Die Ht & between 150 and 200 um \\
\multicolumn{2}{l}{\textbf{Synthesis}} \\
\quad Total cell area reported by yosys after synthesis & 9060 um2 \\
\quad Area fraction in full adders, half adders and majority gates & 18.1\% \\
\quad Yosys simple share & approximately 20\% \\
\quad Seq share, synth & 0\% \\
\quad And-or/or-and share of the synthesized area & 32.6\% \\
\quad Synthesized netlist cell count & about 1300 \\
\quad Number of cells in Yosys stat & 1339 \\
\quad Post-synth top area share & between 10\% and 20\% \\
\quad Cell type with the largest total area after synthesis & ha\_1 \\
\quad Post-synthesis mux area share & about 15\% \\
\quad Leading cell types by total area after synthesis & ha\_1 18\%, nor2\_1 7.5\%, mux4\_2 7.5\%, mux2i\_1 7.3\%, o21ai\_0 6.8\% \\
\quad Post-synthesis area per instance & 6.77 um2 \\
\quad Post-synthesis cell type count & 73 \\
\quad YS warnings & 1 \\
\quad Area share of xor/xnor cells in the synthesized design & 6.18\% \\
\quad Syn Std Cell Area & 9060 um2 \\
\quad Main logic family after synthesis & AND-OR/OR-AND gates \\
\multicolumn{2}{l}{\textbf{Routing}} \\
\quad Iteration-0 DRC count of the detailed router & approximately 1200 \\
\quad Average routed wire per standard cell & 25.0 um \\
\quad Remaining DRCs & 0 \\
\quad Detailed Routing Iterations Pass 1 & 5 \\
\quad Drt total wl & 44.2 mm \\
\quad Met3 routed wirelength & 4.88 mm \\
\quad Post-route met1 wirelength & 18.5 mm \\
\quad Antenna violation net count after detailed routing & 0 \\
\quad Mean number of vias per cell & 6.11 \\
\quad Antenna diode count & 0 \\
\quad Metal2 WL & between 15 and 20 mm \\
\quad Routed vias & 10800 \\
\quad Top routing layer in use & met4 \\
\multicolumn{2}{l}{\textbf{Global route}} \\
\quad Wire length of the first global-routing pass & around 65 mm \\
\quad All-layer global routing usage & 28.8\% \\
\quad Remaining global-route overflow & 0 \\
\quad Antenna violations before repair & 0 \\
\quad Vias in the first global route & 10300 \\
\quad Pin count of the biggest net entering global routing & between 60 and 70 \\
\multicolumn{2}{l}{\textbf{Timing}} \\
\quad Min Clock Period, post-route & between 10000 and 15000 ps \\
\quad Maximum clock rate & between 80 and 90 MHz \\
\quad Final setup vio count & 0 \\
\quad Slew @ Worst Pin & 931 ps \\
\quad TNS Setup & 0 ps \\
\quad Final Slew Violations & 0 \\
\quad Setup repair after global routing missed its margin & no \\
\quad Number of hold-slack violations in the final timing report & 0 \\
\quad Slew HR & roughly 37\% \\
\quad Post-route fraction of the period consumed by the critical path & between 70\% and 80\% \\
\multicolumn{2}{l}{\textbf{Layout}} \\
\quad Share of layout cells above drive strength 1 & under 10\% \\
\quad Number of flip-flops and latches & 0 \\
\quad Post-layout utilization of the core & 35.0\% \\
\quad Clkbuf count & 0 \\
\quad Layout Area Growth over Synthesis & 14.7\% \\
\quad Sequential standard cell area & 0 um2 \\
\multicolumn{2}{l}{\textbf{Worst hold path}} \\
\quad Worst hold path type & input pin to output port \\
\hline
\end{tabular}
## Yosys cell counts, types with 12 or more instances
cell        n
nor2_1    182
ha_1      128
o21ai_0   124
a21oi_1   107
inv_1     100
nand2_1    92
mux2i_1    66
clkbuf_1   62
xnor2_1    47
mux4_2     30
a21o_1     25
nor3_1     25
a221oi_1   22
a31oi_1    20
o22ai_1    17
xor2_1     17
a211o_1    16
nand3_1    15
nor2b_1    15
o211ai_1   15
a211oi_1   13
nand2b_1   13
nor4_1     13
buf_1      12
o21bai_1   12
## layout make-up
cell class / instances / area (um2)
inverter: 107 / 402
timing repair buffer: 121 / 1150
fill: 3182 / 19300
multi-input combinational: 1152 / 8370
tap: 390 / 488
## power groups by stage
stage | clock network, mW | logic [mW] | registers [mW]
6_report | 0 | 0.399 | 0
5_1_grt | 0 | 0.431 | 0
4_1_cts | 0 | 0.390 | 0
## per-layer routing
metal | track usage [%] | vias up
met3 | 8.81 | 88
met4 | 8.55 | 0
met5 | 0 | -
met1 | 38.9 | 5109
met2 | 44.2 | 620
li1 | - | 5001
## placed cells by master, fill, tap and decap left out, types with 10 or more instances in the layout
cell             instances
o221ai_1                10
mux2i_1                 66
a211o_1                 16
a221oi_1                22
xor2_1                  17
o21ai_0                124
o22ai_1                 17
a21o_1                  25
nor2_1                 180
nand2b_1                13
a211oi_1                13
a31oi_1                 20
nor2b_1                 15
xnor2_1                 47
a22oi_1                 10
a21oi_1                107
o211ai_1                15
buf_4                   20
nand2_1                 92
o31ai_1                 10
clkdlybuf4s50_1         98
o21bai_1                12
nand3_1                 15
mux4_2                  30
nor4_1                  13
inv_1                  100
ha_1                   128
nor3_1                  24
## worst max-delay path: cells and delay by family
family / cells / cell delay (ps)
and+or+nand+nor: 7 / 2380
AOI/OAI and AO/OA: 7 / 1440
buffers and inverters: 3 / 1160
muxes: 1 / 350
adders and majority gates: 1 / 340
xor gates and xnor gates: 1 / 170
## through the flow
step / setup slack, ps / instance area (um2) / hold WS [ps] / instances
finish: 3790 / 10400 / 7730 / 1770
global route: 3420 / 10400 / 7800 / 1770
CTS: 3940 / 10400 / 7710 / 1770
detailed placement: 3940 / 10400 / 7710 / 1770
global placement: 3880 / 10400 / 7710 / 1770
floorplan: 5720 / 9060 / 6590 / 1339
## worst min path at each step
stage | start | to | slack, ps | depth (start not counted)
4_1_cts | inB[3] | ALUOut[15] | 7710 | 6
5_1_grt | inB[3] | ALUOut[15] | 7800 | 6
6_report | inB[3] | ALUOut[15] | 7730 | 6
## cell families (layout without fill, tap and decap cells)
group           after synthesis  count (layout)
fa+ha+maj                   130             130
buf+inv                     187             228
xor+xnor                     64              64
mux                         102             102
compound gates              458             458
simple gates                398             398
No activity file was given, so power comes from the tool's default toggle rates.
